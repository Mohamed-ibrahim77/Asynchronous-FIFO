--- /design/flow/run.sh ---
#!/bin/bash
# OpenROAD 26Q1-2900-gdf79404cd8, Yosys 0.63+post, stock flow scripts
make -C /OpenROAD-flow-scripts/flow DESIGN_CONFIG=/design/flow/config.mk WORK_HOME=/design/flow/orfs finish
--- /design/flow/design.v ---
module ASYNC_FIFO_MEM_CTRL #(
	parameter DATA_WIDTH = 8,
	parameter MEM_DEPTH = 8,
	parameter BUS_WIDTH = 4  
	)
	(
	input 	wire							W_CLK,
	input 	wire							W_INC_EN,   
	input 	wire	[DATA_WIDTH-1 : 0]		WR_DATA,
	input 	wire 							W_FULL,
	input 	wire 	[BUS_WIDTH -1 : 0]		W_addr,
	input 	wire 	[BUS_WIDTH -1 : 0]		R_addr,
	output 	wire		[DATA_WIDTH-1 : 0]		R_DATA
);
	reg 	[DATA_WIDTH-1 : 0]		Fifo_Mem 	[0 : MEM_DEPTH-1]; 	
	wire 							w_clk_en;
	assign w_clk_en = W_INC_EN & (~W_FULL);
always @(posedge W_CLK) begin 
	if(w_clk_en) begin
		Fifo_Mem[W_addr] <= WR_DATA;
	end 
end
assign	R_DATA = Fifo_Mem[R_addr];
endmodule : ASYNC_FIFO_MEM_CTRL
module ASYNC_FIFO_RD #(
	parameter BUS_WIDTH = 4  
)(
	input 	wire							R_CLK,
	input 	wire							R_RST_N,  	
	input 	wire							R_INC_EN,   
	input 	wire	[BUS_WIDTH-1:0]			syn_gray_W_ptr,   
	output 	wire	[BUS_WIDTH-1:0]			gray_R_ptr,		
	output 	reg 	[BUS_WIDTH-1:0]			R_addr,	 
	output 	reg	 							R_EMPTY
);
always @(posedge R_CLK or negedge R_RST_N) begin 
	if(~R_RST_N) begin
		R_addr 		<= 0;
		R_EMPTY 	<= 0;
	end 
	else if (gray_R_ptr == syn_gray_W_ptr) begin  
		R_EMPTY <= 1;
	end
	else begin
		R_addr = R_addr + 1;
		R_EMPTY <= 0;		
	end
end
    assign gray_R_ptr[3] = R_addr[3];
    assign gray_R_ptr[2] = R_addr[3] ^ R_addr[2];
    assign gray_R_ptr[1] = R_addr[2] ^ R_addr[1];
    assign gray_R_ptr[0] = R_addr[1] ^ R_addr[0];
endmodule : ASYNC_FIFO_RD
module ASYNC_FIFO_TOP #(
	parameter DATA_WIDTH = 8, 
	parameter BUS_WIDTH = 4,  
	parameter MEM_DEPTH = 8   
	)
	(
	input 	wire		 					R_CLK,   
	input 	wire		 					R_RST_N,   
	input 	wire		 					R_INC_EN,   
	input 	wire							W_CLK, 	
	input 	wire							W_RST_N,  	
	input 	wire							W_INC_EN,   
	input 	wire	[DATA_WIDTH-1 : 0]		W_DATA,
	output 	wire 							W_FULL,
	output 	wire 							R_EMPTY,
	output 	wire 	[DATA_WIDTH-1 : 0]		R_DATA
);
	wire	[BUS_WIDTH -1:0]		W_addr_wire;
	wire	[BUS_WIDTH -1:0]		R_addr_wire;
ASYNC_FIFO_MEM_CTRL #(.DATA_WIDTH(DATA_WIDTH), .MEM_DEPTH(MEM_DEPTH), .BUS_WIDTH(BUS_WIDTH))	FIFO_MEM (
.W_CLK   (W_CLK),
.W_INC_EN(W_INC_EN),
.W_FULL  (W_FULL),
.WR_DATA (W_DATA),
.W_addr  (W_addr_wire),
.R_addr  (R_addr_wire),	
.R_DATA  (R_DATA)
);
	wire	[BUS_WIDTH -1:0]		syn_gray_R_ptr_wire;
	wire	[BUS_WIDTH -1:0]		gray_W_ptr_wire;
ASYNC_FIFO_WR #(.BUS_WIDTH(BUS_WIDTH))	FIFO_WR	(
.W_CLK         (W_CLK),
.W_RST_N       (W_RST_N),
.W_INC_EN      (W_INC_EN),
.W_FULL        (W_FULL),
.W_addr        (W_addr_wire),
.syn_gray_R_ptr(syn_gray_R_ptr_wire),
.gray_W_ptr    (gray_W_ptr_wire)
);
	wire	[BUS_WIDTH -1:0]		syn_gray_W_ptr_wire;	 
	wire	[BUS_WIDTH -1:0]		gray_R_ptr_wire; 		 
ASYNC_FIFO_RD #(.BUS_WIDTH(BUS_WIDTH))	FIFO_RD	(
.R_CLK         (R_CLK),
.R_RST_N       (R_RST_N),
.R_INC_EN      (R_INC_EN),
.R_EMPTY       (R_EMPTY),
.R_addr        (R_addr_wire),
.syn_gray_W_ptr(syn_gray_W_ptr_wire),
.gray_R_ptr    (gray_R_ptr_wire)
);
BIT_SYNC #(.NUM_STAGES(2), .BUS_WIDTH(BUS_WIDTH))	SYNC_R2W (
.CLK  (W_CLK),
.RST  (W_RST_N),
.ASYNC(gray_R_ptr_wire),
.SYNC (syn_gray_R_ptr_wire)
);
BIT_SYNC #(.NUM_STAGES(2), .BUS_WIDTH(BUS_WIDTH))	SYNC_W2R (
.CLK  (R_CLK),
.RST  (R_RST_N),
.ASYNC(gray_W_ptr_wire),
.SYNC (syn_gray_W_ptr_wire)
);
endmodule : ASYNC_FIFO_TOP
module ASYNC_FIFO_WR #(
	parameter BUS_WIDTH = 4  
)(
	input 	wire							W_CLK,
	input 	wire							W_RST_N,  	
	input 	wire							W_INC_EN,   
	input 	wire	[BUS_WIDTH-1:0]			syn_gray_R_ptr,   
	output 	wire	[BUS_WIDTH-1:0]			gray_W_ptr,		
	output 	reg 	[BUS_WIDTH-1:0]			W_addr,	 
	output 	reg	 							W_FULL
);
always @(posedge W_CLK or negedge W_RST_N) begin 
	if(~W_RST_N) begin
		W_addr 		<= 0;
		W_FULL 		<= 0;
	end 
	else if (gray_W_ptr[3] != syn_gray_R_ptr[3] && gray_W_ptr[2] == syn_gray_R_ptr[2] && gray_W_ptr[1:0] == syn_gray_R_ptr[1:0]) begin  
		W_FULL <= 1;
	end
	else begin
		W_addr = W_addr + 1;
		W_FULL <= 0;		
	end
end
    assign gray_W_ptr[3] = W_addr[3];
    assign gray_W_ptr[2] = W_addr[3] ^ W_addr[2];
    assign gray_W_ptr[1] = W_addr[2] ^ W_addr[1];
    assign gray_W_ptr[0] = W_addr[1] ^ W_addr[0];
endmodule : ASYNC_FIFO_WR
module BIT_SYNC # ( 
   parameter NUM_STAGES = 2 ,
	 parameter BUS_WIDTH = 1 
)(
input    wire                      CLK,
input    wire                      RST,
input    wire    [BUS_WIDTH-1:0]   ASYNC,
output   reg     [BUS_WIDTH-1:0]   SYNC
);
reg   [NUM_STAGES-1:0] sync_reg [BUS_WIDTH-1:0] ;
integer  I ;
always @(posedge CLK or negedge RST)
 begin
  if(!RST)       
   begin
     for (I=0; I<BUS_WIDTH; I=I+1)
      sync_reg[I] <= 'b0 ;
   end
  else
   begin
    for (I=0; I<BUS_WIDTH; I=I+1)
     sync_reg[I] <= {sync_reg[I][NUM_STAGES-2:0],ASYNC[I]};    
   end  
 end
always @(*)
 begin
  for (I=0; I<BUS_WIDTH; I=I+1)
    SYNC[I] = sync_reg[I][NUM_STAGES-1] ; 
 end  
endmodule
--- /design/flow/config.mk ---
export PLATFORM = sky130hd
export DESIGN_NAME = ASYNC_FIFO_TOP
export DESIGN_NICKNAME = ASYNC_FIFO_TOP
export VERILOG_FILES = /design/flow/design.v
export SDC_FILE = /design/flow/constraint.sdc
export NUM_CORES = 4
export LEC_CHECK = 1
export CORE_UTILIZATION = 50
--- /design/flow/constraint.sdc ---
current_design ASYNC_FIFO_TOP

set clk_period 2.9
set clk_io_pct 0.2

create_clock -name clk0 -period $clk_period [get_ports {R_CLK}]
create_clock -name clk1 -period $clk_period [get_ports {W_CLK}]

set non_clock_inputs [all_inputs -no_clocks]
set_input_delay [expr $clk_period * $clk_io_pct] -clock clk0 $non_clock_inputs
set_output_delay [expr $clk_period * $clk_io_pct] -clock clk0 [all_outputs]
==> flow_metrics.py <==
# Metrics from the implementation run
metrics = {
    "timing": {
        "hold_viol": 0,
        "tightest_slew_ns": 0.757,
        "fin_worst_skew_ns": 0.00789,
        "slew_viol_final": 0,
        "tns_ns": 0,
        "relSlewSlack_pct": 49.5,
        "setup_violations": 0,
        "rsz0062_at_grt": "false",
    },
    "place": {
        "hpwlAfterDp_um": 3560,
        "dp_cells": 305,
        "io_buffers": 21,
        "gp_congestion": 0.814,
    },
    "die": {
        "initCoreUtil_pct": 52.8,
        "coreArea_um2": 6940,
        "die_x_um": 87.6,
        "die_area_um2": 7680,
        "ios": 24,
        "num_rows": 30,
        "die_h_um": 87.6,
    },
    "setup_path": {
        "criticalPathCategory": "flip-flop to output port",
        "worst-path-max-fanout": 19,
        "critical_path.max_stage_delay_ns": 0.83,
        "path_buffers": 1,
        "cp_cell_sequence": "mux4_1, mux2_4, clkdlybuf4s50_1",
        "crit_family": "flip-flops",
        "reg2reg_setup_slack_ns": 0.69,
        "rr_startpoint": "FIFO_RD.R_addr[2]$_DFFE_PN0P_",
        "start_kind": "flip-flop",
        "crit_arrival_ns": 2.17,
        "end_kind": "output port",
        "reg2regPathDepth": 5,
        "cpMaxStageDelayCell": "dfrtp_1",
        "rr_endpoint": "FIFO_RD.R_addr[1]$_DFFE_PN0P_",
        "critical_path_required_ns": 2.32,
        "crit_start": "FIFO_RD.R_addr[1]$_DFFE_PN0P_",
    },
    "clock_network": {
        "cts_setup_buffers": 0,
        "cts_resized": 0,
        "cts_tree": "done",
        "holdBufCountCts": 0,
        "path_clk_slew_ns": 0.06,
        "numClockSinks": 90,
    },
    "synth": {
        "ys_area_um2": 3670,
        "ys_seq_share_pct": 70.2,
        "ys_types": 32,
        "synth_flops": 90,
        "synth.avg_cell_area_um2": 19.5,
        "synthArstFlopShare_pct": 28.9,
        "flop_cell": "edfxtp_1",
        "syn-cell-area_um2": 3670,
        "synth-edff-count": 64,
        "synth_cells": 188,
        "synth_stat.cells": 188,
        "yosysWarnings": 5,
    },
    "pwr": {
        "p_sw_mw": 0.480,
        "share_comb_of_total_power_pct": 1.6,
        "pwr-share-seq_pct": 60.3,
        "p_sw_share_pct": 21.0,
        "vdd_drop_max_mv": 0.322,
        "p_clk_share_pct": 38.2,
        "p_per_area_nw_per_um2": 541,
        "p_int_mw": 1.81,
        "p_leak_nw": 1.55,
    },
    "layout": {
        "n_fill_cell": 509,
        "layout-drive-gt1-share_pct": 20.1,
        "instances_no_fill": 325,
        "area_delta_synth_final_pct": 15.5,
        "largest_reg_flops": 64,
    },
    "hold_path": {
        "hold_depth": 0,
        "hold_end": "SYNC_W2R.sync_reg[3][1]$_DFF_PN0_",
        "hp-start": "SYNC_W2R.sync_reg[3][0]$_DFF_PN0_",
        "hold_path.class": "flip-flop to flip-flop",
    },
    "route": {
        "wire_per_inst_um": 17.7,
        "antenna_left": 0,
        "routed_via_density": 5.37,
        "num_vias": 1745,
        "antenna-diode-count": 0,
        "drc": 0,
        "first_iter_violations": 44,
        "drt_wl_total_um": 5740,
        "drt_pass1_iterations": 4,
    },
    "grt": {
        "first_global_vias": 1860,
        "grt_max_degree": 20,
        "grt_pass1_wl_um": 9210,
        "antenna_found_initial": 0,
        "grt_overflow_total": 0,
        "grt_usage_pct": 18.2,
    },
    "flow_run": {
        "max_cap_violations": 0,
        "warning_count": 30,
    },
    "status": {
        "status": "complete, no violations",
    },
}
[kinds of logic after synthesis]
logic type	Yosys count	synth area share, %
multiplexers	27	14.8
AND/OR/NAND/NOR	23	3.14
buffers and inverters	14	2.25
XOR/XNOR	19	5.29
flip-flops	90	70.2
AND-OR/OR-AND	8	1.95
adder cells (fa/ha/maj)	7	2.39
[Yosys cell counts (2+ instances only)]
cell type  number  area, um^2
nor2b_1         2        12.5
mux2_2          2        22.5
xor2_1         11        96.3
nand2_1         7        26.3
dfrtp_1        26         651
mux2_4          8         120
ha_1            7        87.6
xnor3_1         2        45.0
xnor2_1         6        52.6
mux4_1          8         210
edfxtp_1       64        1920
a311o_1         2        20.0
buf_2           5        25.0
nor2_1          5        18.8
inv_1           6        22.5
nand2b_1        3        18.8
nand4_1         2        12.5
mux4_2          8         180
[final cells by class]
type / count / area, um^2 / area share (%)
sequential: 90 / 2570 / 60.7
multi-input combinational: 84 / 1010 / 23.9
timing repair buffer: 29 / 283 / 6.68
clock buffer: 12 / 165 / 3.90
tap: 96 / 120 / 2.84
clock inverter: 8 / 61.3 / 1.45
inverter: 6 / 22.5 / 0.532
[worst max path at each step]
stage      endpoint  slack (ns)  cells past startpoint
5_1_grt   R_DATA[4]        0.03                      3
4_1_cts   R_DATA[0]         0.1                      3
6_report  R_DATA[6]        0.15                      3
[per-stage QoR]
step / util, % / hold slack (ns) / cell area [um^2] / total power, mW / setup slack (ns)
3_5_place_dp: 57.7 / 0.335 / 4010 / 1.44 / 0.353
3_3_place_gp: 57.7 / 0.334 / 4010 / 1.44 / 0.351
5_1_grt: 61.0 / 0.354 / 4240 / 2.38 / 0.0267
2_1_floorplan: - / 0.284 / 3670 / 1.41 / 0.943
6_report: 61.0 / 0.346 / 4240 / 2.29 / 0.153
4_1_cts: 61.0 / 0.347 / 4240 / 2.31 / 0.0969
[cell usage in the layout, fill, tap and decap left out, types with 3 or more instances in the layout]
cell type	count
edfxtp_1	64
dfrtp_1	26
clkdlybuf4s50_1	21
clkbuf_8	12
xor2_1	11
mux4_1	8
mux4_2	8
mux2_4	8
nand2_1	7
ha_1	7
buf_4	7
inv_1	6
xnor2_1	6
nor2_1	5
nand2b_1	3
inv_6	3
[layer usage]
metal	GRT usage (%)	wire, um	vias to the layer above
li1	-	-	802
met1	27.5	2310	867
met2	27.1	2800	67
met3	9.73	542	9
met4	2.24	81	0
met5	0	0	-
[power groups by stage]
| stage | registers [mW] | clock network (mW) | logic (mW) |
|---|---|---|---|
| final | 1.38 | 0.874 | 0.0356 |
| after global routing | 1.38 | 0.962 | 0.0404 |
| after CTS | 1.38 | 0.896 | 0.0369 |
No activity file was given, so power comes from the tool's default toggle rates.
